<file path="design/flow/design.v">
`timescale 1ns / 1ps
module ALU (
    input  [31:0] SrcA,
    input  [31:0] SrcB,
    input  [2:0]  ALUControl,
    output reg [31:0] ALUResult,
    output Zero
);
    always @(*) begin
        case (ALUControl)
            3'b000: ALUResult = SrcA & SrcB;               
            3'b001: ALUResult = SrcA | SrcB;               
            3'b010: ALUResult = SrcA + SrcB;               
            3'b110: ALUResult = SrcA - SrcB;               
            3'b111: ALUResult = (SrcA < SrcB) ? 1 : 0;     
            default: ALUResult = 32'hXXXXXXXX;             
        endcase
    end
    assign Zero = (ALUResult == 32'b0);
endmodule
`timescale 1ns / 1ps
module ALUDecoder(ALUOp, Funct, ALUCtrl);
input [1:0] ALUOp;
input [5:0] Funct;  
output reg [2:0] ALUCtrl;
always@(ALUOp or Funct) begin
	casez({ALUOp, Funct})
		8'b00_??????: ALUCtrl = 4'b010;  
		8'b01_??????: ALUCtrl = 4'b110;  
		8'b1?_??0000: ALUCtrl = 4'b010;  
		8'b1?_??0010: ALUCtrl = 4'b110;  
		8'b1?_??0100: ALUCtrl = 4'b000;  
		8'b1?_??0101: ALUCtrl = 4'b001;  
		8'b1?_??1010: ALUCtrl = 4'b111;  
		default: ALUCtrl = 3'b000;
	endcase
end
endmodule
`timescale 1ns / 1ps
module ControlUnit(clk, reset, Op, IorD, RegDst, PCSource, MemtoReg, ALUSrcA, ALUSrcB,
	IRWrite, MEMWRITE, RegWrite,
	Funct, ALUCtrl,
	Zero, PCEn);
   input clk;
	input reset;
	input [5:0] Op;
	output IorD;
	output RegDst;
	output [1:0] PCSource;
	output MemtoReg;
	output ALUSrcA;
	output [1:0] ALUSrcB;
	output IRWrite;
	output MEMWRITE;
	output RegWrite;
    input [5:0] Funct;
    output [2:0] ALUCtrl;
    input Zero;
    output PCEn;
    wire Branch, PCWrite;
    wire [1:0]ALUOp;
	MainDecoder mainDecoder(clk, reset, Op, IorD, RegDst, PCSource, MemtoReg, ALUSrcA, ALUSrcB,
        IRWrite, MEMWRITE, RegWrite, PCWrite, Branch, ALUOp);
	ALUDecoder aluDecoder(ALUOp, Funct, ALUCtrl);
	PCEnable pcEnable(PCWrite, Branch, Zero, PCEn);
endmodule
`timescale 1ns / 1ps
module Datapath(input clk, reset, output Zero);
	wire [31:0] Instr;
	wire [5:0] Op = Instr [31:26];
	wire [5:0] Funct = Instr [5:0];
	wire [2:0] ALUCtrl;
	wire [1:0] ALUSrcB;
	wire [1:0] PCSource;
	wire IorD, RegDst, MemtoReg, ALUSrcA, IRWrite, MemWrite, RegWrite, PCEn;
	ControlUnit CU (clk, reset, Op, IorD, RegDst, PCSource, MemtoReg, ALUSrcA, ALUSrcB,
		IRWrite, MemWrite, RegWrite,
		Funct, ALUCtrl,
		Zero, PCEn
	);
	wire [31:0] PCIn;
	wire [31:0] PCOut;
	Reg32 PC (clk, PCEn, PCIn, PCOut);
	wire [31:0] ALUOut;
	wire [31:0] Adr;
	Mux2to1 MUXMem (PCOut, ALUOut, IorD, Adr);
	wire [31:0] RegB;
	wire [31:0] RD;
	Memory mem (clk, MemWrite, Adr, RegB, RD);
	Reg32 IRReg (clk, IRWrite, RD, Instr);
	wire [31:0] Data;
	Reg32 MDR (clk, 1'b1, RD, Data);
	wire [4:0] A1 = Instr[25:21];
	wire [4:0] A2 = Instr[20:16];
	wire [4:0] A3;
	Mux2to1 #(5) MuxRegDst (Instr[20:16], Instr[15:11], RegDst, A3);
	wire [31:0] WD3;
	Mux2to1 MuxMemtoReg (ALUOut, Data, MemtoReg, WD3);
	wire [31:0] RD1;
	wire [31:0] RD2;
	RegisterFile RegFile (clk, RegWrite, A1, A2, A3, WD3, RD1, RD2);
	wire [31:0] RegA;
	Reg32 RegisterA (clk, 1'b1, RD1, RegA);
	Reg32 RegisterB (clk, 1'b1, RD2, RegB);
	wire [31:0] SignImm;
	SignExtend SE (Instr[15:0], SignImm);
	wire [31:0] SrcA;
	Mux2to1 MuxALUSrcA (PCOut, RegA, ALUSrcA, SrcA);
	wire [31:0] ShiftSignImm;
	ShiftLeft2 SHL (SignImm, ShiftSignImm);
	wire [31:0] SrcB;
	Mux4to1 MuxALUSrcB (RegB, 32'd4, SignImm, ShiftSignImm, ALUSrcB, SrcB);
	wire [31:0] ALUResult;
	ALU ALU (SrcA, SrcB, ALUCtrl, ALUResult, Zero);
	Reg32 RegALUOut (clk, 1'b1, ALUResult, ALUOut);
	wire [31:0] ShiftJump;
	ShiftLeft2 SHL2 (Instr, ShiftJump);
	Mux3to1 MuxPCSrc (ALUResult, ALUOut, {{PCOut[31:28]}, {ShiftJump[27:0]}}, PCSource, PCIn);
endmodule
`timescale 1ns / 1ps
module MainDecoder (clk, reset, Op, IorD, RegDst, PCSource, MemtoReg, ALUSrcA, ALUSrcB,
	IRWrite, MEMWRITE, RegWrite, PCWrite, Branch, ALUOp);
	input clk;
	input reset;
	input [5:0] Op;
	output reg IorD;
	output reg RegDst;
	output reg [1:0] PCSource;
	output reg MemtoReg;
	output reg ALUSrcA;
	output reg [1:0] ALUSrcB;
	output reg IRWrite;
	output reg MEMWRITE;
	output reg RegWrite;
	output reg PCWrite;
	output reg Branch;
	output reg [1:0] ALUOp;
	parameter FETCH = 4'b0000;
	parameter DECODE = 4'b0001;
	parameter MEMADR = 4'b0010;
	parameter MEMREAD = 4'b0011;
	parameter MEMWRITEBACK = 4'b0100;
	parameter MEMACCESS = 4'b0101;  
	parameter EXECUTE = 4'b0110;
	parameter ALUWRITEBACK = 4'b0111;  
	parameter BRANCH = 4'b1000;
   parameter JUMPEND = 4'b1001;
	parameter ADDIEXECUTE = 4'b1010;
	parameter ADDIEND = 4'b1011;
	parameter RTYPE = 6'b000000;
	parameter LW = 6'b100011;
	parameter SW = 6'b101011;
	parameter BEQ = 6'b000100;
   parameter JUMP = 6'b000010;
	parameter ADDI = 6'b001000;
	reg [3:0] state;
	reg [3:0] nextstate;
   always@(posedge clk)
    if (reset)
		state <= FETCH;
    else
		state <= nextstate;
	always@(state or Op) begin
		  case (state)
        FETCH:  nextstate = DECODE;
        DECODE:  case(Op)
                   LW:	nextstate = MEMADR;
                   SW:	nextstate = MEMADR;
                   RTYPE:	nextstate = EXECUTE;
                   BEQ:	nextstate = BRANCH;
                   JUMP: nextstate = JUMPEND;
						 ADDI: nextstate = ADDIEXECUTE;
                   default: nextstate = FETCH;
                 endcase
        MEMADR:  case(Op)
                   LW:      nextstate = MEMREAD;
                   SW:      nextstate = MEMACCESS;
                   default: nextstate = FETCH;
                 endcase
        MEMREAD:    nextstate = MEMWRITEBACK;
        MEMWRITEBACK:    nextstate = FETCH;
        MEMACCESS:    nextstate = FETCH;
        EXECUTE: nextstate = ALUWRITEBACK;
        ALUWRITEBACK: nextstate = FETCH;
        BRANCH:   nextstate = FETCH;
		  JUMPEND:	nextstate = FETCH;
        ADDIEXECUTE: nextstate = ADDIEND;
        default: nextstate = FETCH;
      endcase
    end
	always@(state) begin
	IorD=1'b0; MEMWRITE=1'b0; MemtoReg=1'b0; IRWrite=1'b0; PCSource=2'b00;
	ALUSrcB=2'b00; ALUSrcA=1'b0; RegWrite=1'b0; RegDst=1'b0;
	PCWrite=1'b0; Branch=1'b0; ALUOp=2'b00;
    	case (state)
        FETCH:
          begin
            IRWrite = 1'b1;
            ALUSrcB = 2'b01;
            PCWrite = 1'b1;
          end
        DECODE:
	        ALUSrcB = 2'b11;
        MEMADR:
          begin
            ALUSrcA = 1'b1;
            ALUSrcB = 2'b10;
          end
        MEMREAD:
          begin
            IorD = 1'b1;
          end
        MEMWRITEBACK:
          begin
            RegWrite = 1'b1;
	         MemtoReg = 1'b1;
          end
        MEMACCESS:
          begin
            MEMWRITE = 1'b1;
            IorD = 1'b1;
          end
        EXECUTE:
          begin
            ALUSrcA = 1'b1;
            ALUOp   = 2'b10;
          end
        ALUWRITEBACK:
          begin
            RegDst   = 1'b1;
            RegWrite = 1'b1;
          end
        BRANCH:
          begin
            ALUSrcA = 1'b1;
            ALUOp   = 2'b01;
            Branch = 1'b1;
	         PCSource = 2'b01;
          end
        JUMPEND:
          begin
            PCWrite = 1'b1;
            PCSource = 2'b10;
          end
        ADDIEXECUTE:
          begin
            ALUSrcA = 1'b1;
            ALUSrcB = 2'b10;
          end
        ADDIEND:
          begin
            RegWrite = 1'b1;
          end
      endcase
    end
endmodule
`timescale 1ns / 1ps
module Memory (
    input clk,
    input MemWrite,
    input [31:0] addr,
    input [31:0] write_data,
    output [31:0] read_data
);
    reg [31:0] mem [0:255];  
	 integer i;
	 initial begin
		for (i = 0; i < 256; i = i + 1)
			mem[i] = 32'b0;
		$readmemb("assembler/init_mem.data", mem);
    end
    always @(posedge clk) begin
        if (MemWrite)
            mem[addr[9:2]] <= write_data;  
    end
    assign read_data = mem[addr[9:2]];
endmodule
`timescale 1ns / 1ps
module Mux2to1 #(parameter WIDTH = 32) (
    input [WIDTH-1:0] in0,
    input [WIDTH-1:0] in1,
    input sel,
    output [WIDTH-1:0] out
);
    assign out = sel ? in1 : in0;
endmodule
`timescale 1ns / 1ps
module Mux3to1(
    input [31:0] in0,
    input [31:0] in1,
    input [31:0] in2,
    input [1:0] sel,
    output reg [31:0] out
);
    always @(*) begin
        case (sel)
            2'b00: out = in0;
            2'b01: out = in1;
            2'b10: out = in2;
            default: out = 32'b0;
        endcase
    end
endmodule
`timescale 1ns / 1ps
module Mux4to1 (
    input [31:0] in0,
    input [31:0] in1,
    input [31:0] in2,
    input [31:0] in3,
    input [1:0] sel,
    output reg [31:0] out
);
    always @(*) begin
        case (sel)
            2'b00: out = in0;
            2'b01: out = in1;
            2'b10: out = in2;
            2'b11: out = in3;
            default: out = 32'b0;
        endcase
    end
endmodule
`timescale 1ns / 1ps
module PCEnable (
    input PCWrite,
    input Branch,
    input Zero,
    output PCEn
);
    assign PCEn = PCWrite | (Branch & Zero);
endmodule
`timescale 1ns / 1ps
module Reg32 #(parameter WIDTH = 32)(
    input clk,
    input en,
    input [WIDTH-1:0] d,
    output reg [WIDTH-1:0] q
);
	 initial begin
		q = 0;
	 end
    always @(posedge clk) begin
        if (en)
            q <= d;
    end
endmodule
`timescale 1ns / 1ps
module RegisterFile (
    input clk,
    input RegWrite,
    input [4:0] ReadReg1, ReadReg2, WriteReg,
    input [31:0] WriteData,
    output [31:0] ReadData1, ReadData2
);
    reg [31:0] registers [31:0];
	 integer i;
    initial begin
		for (i = 0; i < 32; i = i + 1)
			registers[i] = 32'b0;
	 end
    assign ReadData1 = registers[ReadReg1];
    assign ReadData2 = registers[ReadReg2];
    always @(posedge clk) begin
        if (RegWrite && WriteReg != 5'd0)  
            registers[WriteReg] <= WriteData;
    end
endmodule
`timescale 1ns / 1ps
module ShiftLeft2 (
    input  [31:0] SignImm,
    output [31:0] SignImmShifted
);
    assign SignImmShifted = SignImm << 2;
endmodule
`timescale 1ns / 1ps
module SignExtend (
    input [15:0] in,
    output [31:0] out
);
    assign out = {{16{in[15]}}, in}; 
endmodule
</file>
<file path="design/flow/constraint.sdc">
current_design Datapath

set clk_period 183.3
set clk_io_pct 0.2

create_clock -name clk0 -period $clk_period [get_ports {clk}]

set non_clock_inputs [all_inputs -no_clocks]
set_input_delay [expr $clk_period * $clk_io_pct] -clock clk0 $non_clock_inputs
set_output_delay [expr $clk_period * $clk_io_pct] -clock clk0 [all_outputs]
</file>
<file path="design/flow/run.sh">
#!/bin/bash
# OpenROAD 26Q1-2900-gdf79404cd8, Yosys 0.63+post, stock flow scripts
make -C /OpenROAD-flow-scripts/flow DESIGN_CONFIG=/design/flow/config.mk WORK_HOME=/design/flow/orfs finish
</file>
<file path="design/flow/config.mk">
export PLATFORM = sky130hd
export DESIGN_NAME = Datapath
export DESIGN_NICKNAME = Datapath
export VERILOG_FILES = /design/flow/design.v
export SDC_FILE = /design/flow/constraint.sdc
export NUM_CORES = 4
export LEC_CHECK = 1
export CORE_UTILIZATION = 30
export SYNTH_HDL_FRONTEND = slang
export SYNTH_MEMORY_MAX_BITS = 65536
</file>
==> flow_metrics.py <==
# Generated from Yosys and OpenROAD reports
metrics = {
    "synth": {
        "synth-async-reset-ratio_pct": 0,
        "yosys_cells": 19600,
        "top_cells_by_area": "edfxtp_1 78%, a22oi_1 4.8%, mux4_2 4.0%",
        "avgSynthCellArea_sq_um": 18.2,
        "ys_types": 93,
        "syn_inst": 19600,
        "synth-seq-cells": 9420,
        "top_area_cell": "edfxtp_1",
        "yosys_warnings": 0,
        "yosys.area.top_type_share_pct": 77.8,
        "netlist_area_sq_um": 358000,
        "dominantRegCellSynth": "edfxtp_1",
        "ys_chip_area_sq_um": 358000,
        "yosysSeqAreaShare_pct": 78.6,
        "edf_count": 9280,
    },
    "worst_setup_path": {
        "cp_max_fo": 17,
        "path_delay_family": "simple AND/OR/NAND/NOR gates",
        "cp.required_ps": 146640,
        "cp-start-kind": "register",
        "critPathBufInv": 4,
        "critical_path_depth": 19,
        "r2r_end": "IRReg.q[26]$_DFFE_PP_",
        "arrival_ps": 8370,
        "critical_path.max_stage_delay_ps": 790,
        "worst_path_most_repeated_cell": "buf_4",
        "r2r_cells": 18,
        "worstSetupEndpointType": "output port",
        "cp_slowest_cell": "clkdlybuf4s50_1",
        "path_class": "reg -> out",
        "timing.critical_path.from": "CU.mainDecoder.state[3]$_DFF_P_",
        "worstReg2RegStart": "CU.mainDecoder.state[8]$_DFF_P_",
        "reg2reg_slack_ps": 174020,
        "cp_cell_sequence": "or2_2 -> nor3_2 -> buf_4 -> buf_4 -> mux2i_1 -> ha_1 -> fa_1 -> nor2_1 -> o2111ai_1 -> a211oi_1 -> buf_4 -> o211ai_1 -> a31oi_1 -> o311a_1 -> o2111ai_1 -> nor4_1 -> nand4b_1 -> nor3_2 -> clkdlybuf4s50_1",
        "critPathCapture": "Zero",
    },
    "cts": {
        "cts_sinks": 9420,
        "worstSkewPairLatency_ps": 1260,
        "cts_hold_buf": 0,
        "clkTransAtPathRegs_ps": 60,
        "htree_levels": 6,
        "clock_tree.buffer_depth": 4,
        "post_cts_buffers": 0,
        "cts_tree": "yes",
        "ctsResizeCount": 0,
        "cts-buffers-inserted": 900,
        "root_buffer": "clkbuf_16",
    },
    "placed_design": {
        "post-place-cells": 35200,
        "place_hpwl_mm": 655,
        "place_congestion": 0.931,
        "detailedPlace.worstSlack_ps": 139610,
        "io_buffers": 2,
    },
    "grt": {
        "grt_max_degree": 135,
        "grt_pass1_wl_mm": 1610,
        "grt_pass1_vias": 215000,
        "overflow": 0,
        "grt_usage_pct": 20.2,
        "antenna_found_initial": 92,
    },
    "power_and_ir_drop": {
        "vdd_ir_drop_max_uv": 13.4,
        "clockPowerShare_pct": 25.2,
        "power.switching_mw": 2.77,
        "power_leakage_nw": 125,
        "p_comb_share_pct": 36.3,
        "power.density_nw_per_um2": 17.5,
        "p_seq_share_pct": 38.5,
        "p_sw_share_pct": 38.2,
        "p_int_mw": 4.48,
    },
    "run_status": {
        "outcome": "finished clean",
    },
    "finish": {
        "layout_top_cells": "9280 x edfxtp_1, 2302 x a22oi_1, 1238 x a21oi_1",
        "post-route-util_pct": 34.8,
        "fin_cells": 37000,
        "drive_above_1_share_pct": 17.3,
        "area_delta_synth_final_pct": 15.6,
        "lay_top_count": "edfxtp_1",
        "n_fill_cell": 108000,
    },
    "final_timing": {
        "clock_skew_ps": 146,
        "final.setup.tns_ps": 0,
        "max_freq_mhz": 22.2,
        "hold_viol": 0,
        "rsz0062_at_grt": "false",
        "period_used_pct": 24.6,
        "setup_slack_ps": 138270,
        "maxSlewViolCount": 0,
        "worst_slew_margin_rel_pct": 13.0,
        "fin_crit_ps": 45030,
        "setup_viol": 0,
        "worst_pin_slew_ps": 1290,
    },
    "route": {
        "ant_nets": 0,
        "wl_per_cell_um": 31.2,
        "route.detailed.drc": 0,
        "first_pass_iters": 6,
        "vias_per_cell": 5.52,
        "postRouteWirelength_mm": 1150,
        "vias": 204000,
        "first_iter_violations": 15400,
    },
    "floorplan": {
        "core_area_sq_um": 1190000,
        "fp-utilization_pct": 30.1,
        "die_h_mm": 1.09,
        "die_width_mm": 1.09,
        "rows": 400,
        "chip_area_sq_um": 1200000,
        "num_io_pins": 3,
    },
    "worst_hold_path": {
        "hold_path_depth": 0,
        "hp-class": "reg -> reg",
    },
    "job": {
        "openroad.warnings": 114,
        "drv_cap": 0,
    },
}
flip-flops by register name (all words and copies together), names as in the netlist:
register and flops:
CU.mainDecoder.state 12, IRReg.q 32, MDR.q 32, PC.q 32, RegALUOut.q 32, RegFile.registers 1024, RegisterA.q 32, RegisterB.q 32
mem.mem 8192
final cells by class:
class	instances	area (sq um)	share of cell area, %
Antenna cell	89	223	0.0538
Clock buffer	1121	23500	5.68
Clock inverter	548	5550	1.34
Inverter	109	409	0.0989
Multi-Input combinational cell	8654	73500	17.8
Sequential cell	9420	282000	68.1
Tap cell	15900	19900	4.80
Timing Repair Buffer	1167	9170	2.22
cell usage after synthesis (108+ instances only):
library cell and count:
edfxtp_1 9280, a22oi_1 2302, a21oi_1 1239, clkbuf_1 1058
a221oi_1 909, a22o_1 900, mux4_2 640, o22ai_1 593
nor2_1 403, nor4_1 309, o21ai_0 279, buf_1 255
nand2_1 161, buf_2 143, dfxtp_1 140, mux2_2 130
inv_1 108
cell families after synthesis:
logic type      synth area share [%]
flops                           78.6
simple gates                    1.66
compound gates                  13.0
buf+inv                         1.71
mux                             4.59
xor+xnor                      0.0440
fa+ha+maj                      0.347
other cells                  0.00105
layer usage:
metal / routed length (um) / track usage (%) / share of wire, % / vias to the layer above
li1: - / - / - / 84800
met1: 340000 / 19.5 / 29 / 101000
met2: 509000 / 28.8 / 44 / 15400
met3: 238000 / 19.0 / 21 / 2578
met4: 62400 / 8.50 / 5.4 / 153
met5: 4860 / 3.07 / 0.42 / -
worst min path at each step:
stage	startpoint	slack [ps]	to
global route	RegisterB.q[12]$_DFF_P_	480	mem.mem[139][12]$_DFFE_PP_
CTS	RegisterB.q[12]$_DFF_P_	490	mem.mem[139][12]$_DFFE_PP_
finish	RegisterB.q[12]$_DFF_P_	480	mem.mem[139][12]$_DFFE_PP_
power by group through the flow:
stage	combinational (mW)	sequential [mW]	clock, mW
6_report	2.63	2.79	1.83
4_1_cts	2.58	2.79	1.85
5_1_grt	2.77	2.79	1.93
worst register-to-register path, cell delays in order, from the launching register on:
cell and delay, ps:
dfxtp_1 310, buf_4 410, or2_1 190, buf_4 260
nor3_1 130, a31oi_4 460, buf_4 680, buf_4 710
buf_4 650, buf_4 570, buf_4 760, buf_4 490
buf_4 420, a21oi_1 110, nor4_2 290, buf_4 260
o22ai_1 210, a211oi_1 950, nand3_1 900
per-stage QoR:
stage / cell area (sq um) / power, mW / hold WS [ps]
floorplan: 358000 / 4.18 / 448
global placement: 384000 / 5.39 / 465
detailed placement: 384000 / 5.40 / 468
CTS: 414000 / 7.21 / 487
global route: 414000 / 7.49 / 484
finish: 414000 / 7.25 / 484
Power and IR drop assume default switching activity.
